==> flow/config.mk <==
export PLATFORM = sky130hd
export DESIGN_NAME = clockDivider
export DESIGN_NICKNAME = clockDivider
export VERILOG_FILES = /design/flow/design.v
export SDC_FILE = /design/flow/constraint.sdc
export NUM_CORES = 4
export LEC_CHECK = 1
export CORE_AREA = 10 10 89 89
export DIE_AREA = 0 0 99 99
==> flow/constraint.sdc <==
current_design clockDivider

set clk_period 3.4
set clk_io_pct 0.2

create_clock -name clk0 -period $clk_period [get_ports {clkIn}]

set non_clock_inputs [all_inputs -no_clocks]
set_input_delay [expr $clk_period * $clk_io_pct] -clock clk0 $non_clock_inputs
set_output_delay [expr $clk_period * $clk_io_pct] -clock clk0 [all_outputs]
==> flow/design.v <==
`timescale 1ns / 1ps
module clockDivider( input clkIn, input reset, output newClock ); 
	logic[27:0] counter = {28{1'b0}};
	localparam param= 150000000; 
	always@(posedge clkIn) 
	begin 
		if(reset == 1||counter == param-1) 
		counter <= {28{1'b0}};
	else 
		counter <= counter + 1;
	end
	assign newClock = {counter == param-1}; 
endmodule
==> flow/run.sh <==
#!/bin/bash
# OpenROAD 26Q1-2900-gdf79404cd8, Yosys 0.63+post, stock flow scripts
make -C /OpenROAD-flow-scripts/flow DESIGN_CONFIG=/design/flow/config.mk WORK_HOME=/design/flow/orfs finish
==> Slide: Implementation Results <==
Implementation Results

Routing
  • Routed vias: 1199
  • Met1 Routed Length: 1500 µm
  • Drt wl/cell: 12.1 µm
  • Drt total wl: 2890 µm
  • Total iterations of the first detailed-routing run: 4
  • Uppermost layer routed: met4
  • Diodes inserted: 0
  • Metal2 WL: 1210 µm
  • Drc violations: 0
  • Vias per cell: 5.02
  • Drt first-iter violations: 85
  • Met3 WL: 145 µm
  • ANT nets after route: 0

Placed design
  • Setup slack at placement: 0.926 ns
  • Hpwl dp: 2060 µm
  • Port Buffer Count: 2
  • GP Congestion: 0.867

Global routing
  • First-pass GRT wire length: 4890 µm
  • GRT Util Overall: 0.0571
  • Antenna violations before repair: 0
  • Number of global-route vias before repair: 1013
  • Largest net degree at the start of global routing: 18
  • GRT overflow: 0

CTS
  • # H-tree levels: 1
  • Post_cts resized: 0
  • Postcts setup bufs: 0
  • Num CTS Buffers: 3
  • CTS tree: done
  • Clk ins delay skew pair: 0.27 ns
  • Reg clk slew, reported paths: 0.09 ns
  • Longest Clk Path Bufs: 2
  • Hold_buf cts: 0
  • CTS Root Cell: clkbuf_8
  • CTS Sinks: 28

Timing
  • Unrepaired setup endpoints after global routing: false
  • Final Setup Violations: 0
  • Setup ws final: 0.635 ns
  • Hold Fails Final Rpt: 0
  • Period utilization: 0.813
  • Post-route setup TNS: 0 ns
  • Hold WS: 0.481 ns
  • Max Transition Viols Final: 0
  • Tightest Pin Transition: 0.417 ns
  • Clock skew: 0.00789 ns
  • Fmax: 362 MHz
  • Crit path time final: 2.77 ns
  • Slew headroom: 0.720

Cells and area
  • Max FFs per register: 28
  • Sequential Area: 561 µm²
  • Registers with the most flip-flops: counter x28
  • Filler instances: 642
  • Layout area overhead: 7.49%
  • Logic area: 802 µm²
  • Biggest register: counter
  • Share of cells above drive strength 1: 0.0671

Synth
  • Sequential element share of the synthesized area: 0.390
  • Post-synth area hogs: dfxtp_1 39%, or4_1 5.7%, o31ai_1 5.2%, a21oi_1 4.9%, nand3_1 4.2%
  • Synth top area share: 0.390
  • Post-Syn Instances: 167
  • Post-synth top cells: 28 x dfxtp_1, 16 x nor2_1, 14 x a21oi_1, 12 x nand3_1, 11 x or4_1
  • Commonest flop: dfxtp_1
  • Cell count in the Yosys report: 167
  • Synth flops: 28
  • Async SR Flop Fraction: 0
  • Yosys Chip Area: 1440 µm²
  • EDFF count, synth: 0
  • Mean Syn Cell Area: 8.60 µm²
  • Cell with the most instances after synthesis: dfxtp_1
  • Mapped Area: 1440 µm²
  • Ys Warns: 1
  • Synth area leader: dfxtp_1
  • Cell Type Count: 32

Power and ir drop
  • PD cells: 340 nW/µm²
  • Total design power: 0.525 mW
  • Maximum VDD drop: 244 µV
  • Leakage: 0.423 nW

Setup path
  • Worst-case reg-to-reg path depth: 6
  • Reg2Reg Setup Slack: 1.30 ns
  • Reg-to-reg critical path startpoint: counter[0]$_SDFF_PP0_
  • Worst EP arrival: 2.09 ns
  • Worst flop-to-flop path endpoint: counter[4]$_SDFF_PP0_
  • Worst Path Max Fanout: 12
  • Setup CP Type: register to output port
  • Worst path required time: 2.72 ns
  • Critical Path Sink Type: output port
  • CP startpoint kind: register

Min path
  • Hold WC Path Type: register to register
  • Min-delay src: counter[0]$_SDFF_PP0_
  • Hold Path End: counter[0]$_SDFF_PP0_
  • Hold path cells: 1

Outcome
  • Status: finished, final reports clean

Flow run
  • Max-Cap Viols: 0
  • Tool warnings: 25

Die
  • Die W: 99 µm
  • FP Rows: 28
  • Core Density at Floorplan: 0.240
  • Die height: 99 µm
  • Core area: 5990 µm²
  • Io pins: 3
  • Die Area: 9800 µm²
-- critical path, stage by stage (launching register included) --
cell and delay (ns):
dfxtp_1 0.42, nor3_1 0.22, nand4_1 0.11, or4_1 0.50, nor2_1 0.10, clkdlybuf4s50_1 0.47
-- through the flow --
step            util  instance area, µm²  instances
3_3_place_gp   0.251                1500        236
5_1_grt        0.258                1540        239
3_5_place_dp   0.251                1500        236
2_1_floorplan      -                1440        167
6_report       0.258                1540        239
4_1_cts        0.258                1540        239
-- metal layers --
metal	global-route usage	vias up
met4	0.00662	0
met2	0.0882	25
li1	-	627
met5	0	-
met1	0.0797	543
met3	0.0162	4
-- worst max-delay path by stage --
stage,cells after the start,startpoint,slack [ns],end
finish,5,counter[19]$_SDFF_PP0_,0.63,newClock
global route,5,counter[16]$_SDFF_PP0_,0.46,newClock
CTS,5,counter[19]$_SDFF_PP0_,0.61,newClock
-- layout by cell type (no fill, tap or decap) --
cell type,count
dfxtp_1,28
nor2_1,16
a21oi_1,14
nand3_1,12
or4_1,11
o31ai_1,9
nand4_1,8
nand2_1,8
xor2_1,6
nor4_1,5
o21ai_0,5
inv_1,5
xnor2_1,5
and3_1,4
or3_1,4
and4_1,3
clkbuf_8,3
nand3_4,2
nor3_1,2
nor4b_1,2
clkdlybuf4s50_1,2
nand3_2,1
and4_4,1
and4_2,1
nor4bb_1,1
o31ai_2,1
a21bo_2,1
nand3b_1,1
a31oi_1,1
ha_1,1
buf_4,1
-- layout make-up --
cell class / instances / share of cell area
Timing Repair Buffer: 3 / 0.0178
Inverter: 5 / 0.0122
Multi-Input combinational cell: 125 / 0.519
Tap cell: 75 / 0.0608
Sequential cell: 28 / 0.363
Clock buffer: 3 / 0.0267
-- logic make-up after synthesis --
group,after synthesis,share of synthesized area
adder cells (fa/ha/maj),1,0.00871
buffers and inverters,14,0.0549
AND-OR/OR-AND,31,0.130
flip-flops,28,0.390
AND/OR/NAND/NOR,82,0.349
XOR/XNOR,11,0.0671
-- power breakdown --
part	switching (mW)	internal, mW
combinational	0.00824	0.00503
sequential	0.00336	0.331
clock	0.0984	0.0795
Power is estimated from default activity; no workload was simulated.
