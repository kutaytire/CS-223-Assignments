File: flow/config.mk
export PLATFORM = sky130hd
export DESIGN_NAME = MultiFunction
export DESIGN_NICKNAME = MultiFunction
export VERILOG_FILES = /design/flow/design.v
export SDC_FILE = /design/flow/constraint.sdc
export NUM_CORES = 4
export LEC_CHECK = 1
export CORE_AREA = 10 10 95 95
export DIE_AREA = 0 0 105 105
File: flow/design.v
`timescale 1ns / 1ps
module DFlipFlop( input logic reset, input logic clk, input logic I, output logic Q);
	always_ff @ (posedge clk)
	if (reset) Q <= 0;
	else  Q <= I;
endmodule
`timescale 1ns / 1ps
module FourToOneMux(input logic a0, a1, a2, a3, s0, s1, output logic y);
    assign y = s1 ? (s0 ? a3: a2) : (s0 ? a1 : a0);
endmodule
`timescale 1ns / 1ps
module MultiFunction(input logic Inclk, reset, s1, s0, I0, I1, I2, I3, shr_in, shl_in, output logic  Q0, Q1, Q2, Q3 );
    logic n1,n2,n3,n4;
    slowClock clk1 (Inclk, clk);
    FourToOneMux mux1 (Q0,I0,Q1,shl_in,s0,s1,n1);
    FourToOneMux mux2 (Q1,I1,Q2,Q0,s0,s1,n2);
    FourToOneMux mux3 (Q2,I2,Q3,Q1,s0,s1,n3);
    FourToOneMux mux4 (Q3,I3,shr_in,Q2,s0,s1,n4);
    DFlipFlop flop1(reset,clk,n1,Q0);
    DFlipFlop flop2 (reset,clk,n2,Q1);
    DFlipFlop flop3 (reset,clk,n3,Q2);
    DFlipFlop flop4 (reset,clk,n4,Q3);
endmodule
`timescale 1ns / 1ps
module slowClock (input clk_in, output clk);
	reg[25: 0] count = 0;
	reg clk;
	always @ (posedge clk_in)
	begin
		count <= count + 1;
		if (count == 20_000_000)
		begin
			count <= 0;
			clk = ~clk;
		 end
	end
endmodule
File: flow/run.sh
#!/bin/bash
# OpenROAD 26Q1-2900-gdf79404cd8, Yosys 0.63+post, stock flow scripts
make -C /OpenROAD-flow-scripts/flow DESIGN_CONFIG=/design/flow/config.mk WORK_HOME=/design/flow/orfs finish
File: flow/constraint.sdc
current_design MultiFunction

set clk_period 4.3
set clk_io_pct 0.2

create_clock -name clk0 -period $clk_period [get_ports {Inclk}]

set non_clock_inputs [all_inputs -no_clocks]
set_input_delay [expr $clk_period * $clk_io_pct] -clock clk0 $non_clock_inputs
set_output_delay [expr $clk_period * $clk_io_pct] -clock clk0 [all_outputs]
==> out/metrics.json <==
{
  "logic_family": "simple AND/OR/NAND/NOR gates",
  "max_freq_ghz": 0.5411,
  "hold_path.class": "reg2reg",
  "fin_crit_ns": 1.848,
  "layout.cells.most_common": "dfxtp_1",
  "compound_area_frac": 0.02545,
  "maxCapViolations": 0,
  "kind_of_capture_point_of_the_worst_setup_path": "flip-flop",
  "fin_crit_sh": 0.4298,
  "yosysCellCount": 133,
  "clk_transition_reported_paths_ns": 0.09,
  "postSynthCellCount": 133,
  "critical_path.cell_chain": "inv_1, ha_1, nor4bb_1, nand3_1, nor2_1",
  "final_layout_size_suffix_gt1_frac": 0.09333,
  "clkPwrFrac": 0.343,
  "crit_path_start_kind": "flip-flop",
  "die_y_um": 105,
  "seq_total_area_yosys": 0.4582,
  "max-slew-margin-rel": 0.5930,
  "tritoncts": "yes",
  "count_of_endpoints_without_a_timing_constraint": 8,
  "dr.pass1.iters": 4,
  "viasPerCell": 4.061,
  "vdd_drop_max_uv": 197.7,
  "syn_area_per_cell_sq_um": 10.35,
  "p_sw_frac": 0.1893,
  "status": "complete, no violations",
  "post_cts_buffers": 0,
  "core.rowCount": 30,
  "num-fill-cells": 757,
  "grt_util_all_layers": 0.04807,
  "openroad_warning_count": 26,
  "clock-skew-final_ns": 0.006210,
  "via_count": 999,
  "post_cts_resized": 0,
  "placedInstanceArea_sq_um": 1627,
  "cellInternalPower_mw": 0.3292,
  "instances_no_fill": 246,
  "powerDensity_nw_per_um2": 242.9,
  "tritoncts.num_buffers": 3,
  "totalWireLength_mm": 2.626,
  "post-layout-total-power_mw": 0.4060,
  "part_of_the_power_in_registers": 0.619,
  "cp.required_ns": 4.21,
  "synthSimpleGateAreaFrac": 0.2745,
  "number_of_max_slew_violations_in_the_final_report": 0,
  "family_with_the_most_delay_on_the_worst_path": "simple AND/OR/NAND/NOR gates",
  "place.gp.congestion": 0.7948,
  "antenna_found_initial": 0,
  "yosys-mux-area-fraction": 0.08000,
  "unclocked_regs": 4,
  "detail_route.antenna_diodes": 0,
  "wl_per_cell_um": 10.67,
  "ys_area_sq_um": 1376,
  "max-clock-path-buffers": 2,
  "die-width_um": 105,
  "clock_tree.htree_level_count": 1,
  "clkLatencyLatePin_ns": 0.27,
  "via_count_of_the_first_global_routing_pass": 996,
  "timing.critical_path.slowest_cell_delay_ns": 0.52,
  "post_cts_hold_buffer_count": 0,
  "floorplan.io_pins": 14,
  "grt_start_max_net_pins": 15,
  "final_area_sq_um": 1672,
  "worst-path-max-fanout": 9,
  "route.detailed.drc": 0,
  "starting_drt_drc_count": 53,
  "design.core.area_sq_um": 6907,
  "detailedPlacementHpwl_mm": 1.985,
  "cp_num_buf_inv": 1,
  "synth.cellmix.xorXnorShare": 0.1327,
  "timing.critical_path.slowest_stage_cell": "nor2_1",
  "grt_pass1_wl_mm": 4.657,
  "criticalPathCategory": "reg2reg",
  "power.share.combinational": 0.038,
  "chip_area_sq_um": 11030,
  "fin_tns_setup_ns": 0,
  "core_density_at_floorplan": 0.1993,
  "report.final.setup_viol": 0,
  "cts-root-buf": "clkbuf_8",
  "cellLeakagePower_nw": 0.5583,
  "numSynthFlops": 31,
  "rsz0062_at_grt": "false",
  "number_of_library_cell_types_mapped_by_synthesis": 30,
  "route.antenna.remaining_nets": 0,
  "final_tally_of_hold_violations": 0,
  "numPortBuffers": 13,
  "cp.arrival_ns": 1.76,
  "netlist_area_sq_um": 1376,
  "yosysWarnings": 3,
  "tightest_slew_ns": 0.6083,
  "power.net_switching_mw": 0.07684,
  "grt-ovfl-total": 0,
  "place.detailed.instances": 242,
  "areaGrowthSynthToFinish_pct": 21.45,
  "dominant_logic_cell_types_in_the_final_layout": "dfxtp_1, nand3_1, xnor2_1, clkdlybuf4s50_1, nor2_1",
  "yosys.area_share.adder": 0.01818
}
-- layout make-up --
cell class | count | area [sq um] | area share
sequential | 31 | 630.6 | 0.3772
inverter | 4 | 15.01 | 0.008982
multi-input combinational | 98 | 730.7 | 0.4371
tap | 96 | 120.1 | 0.07186
timing repair buffer | 13 | 130.1 | 0.07784
clock buffer | 4 | 45.04 | 0.02695
-- metal layers --
| metal | global-route usage | part of all wire | wire length (um) | vias up |
|---|---|---|---|---|
| met5 | 0 | 0 | 0 | - |
| met2 | 0.06940 | 0.38 | 991 | 16 |
| li1 | - | - | - | 518 |
| met1 | 0.07378 | 0.58 | 1527 | 465 |
| met3 | 0.01242 | 0.041 | 107 | 0 |
| met4 | 0.001961 | 0 | 0 | 0 |
-- per-stage QoR --
step	util	setup WS, ns	hold slack (ns)
2_1_floorplan	-	2.702	0.4358
3_3_place_gp	0.2355	2.513	0.4696
3_5_place_dp	0.2355	2.424	0.4704
4_1_cts	0.2420	2.411	0.4870
5_1_grt	0.2420	2.310	0.5094
6_report	0.2420	2.452	0.4832
-- flip-flops by register name (all words and copies together), names as in the netlist --
name        flops
clk1.clk        1
flop1.Q         1
flop3.Q         1
clk1.count     26
flop4.Q         1
flop2.Q         1
-- final timing paths --
kind | slack, ns | start | end | depth (start not counted)
max | 2.45 | clk1.count[0] | clk1.clk | 5
max reg2reg | 2.45 | clk1.count[0] | clk1.clk | 5
min reg2reg | 0.48 | clk1.count[25] | clk1.count[25] | 1
min | 0.48 | clk1.count[25] | clk1.count[25] | 1
-- kinds of logic (layout without fill, tap and decap cells) --
kind of cell             Yosys count  in the layout
AND-OR/OR-AND                      6              6
XOR/XNOR                          20             20
adder cells (fa/ha/maj)            2              2
buffers and inverters              4             21
flip-flops                        31             31
multiplexers                       6              6
AND/OR/NAND/NOR                   64             64
-- power groups by stage --
stage | clock [mW] | combinational, mW | sequential [mW]
after CTS | 0.146 | 0.0157 | 0.251
after global routing | 0.156 | 0.0167 | 0.251
final | 0.139 | 0.0156 | 0.251
-- cells in the mapped netlist, drive strengths merged --
master   n  area, sq um
nor4bb   1        10.01
nand3   14        70.07
ha       2        25.02
or4      1        11.26
and2     1        6.260
mux2i    2        20.02
and3     8        52.55
nor2    11        41.29
nor4     4        31.28
mux4     4        90.09
or2      1        6.260
dfxtp   30        600.6
and4     1        8.760
xor2     6        52.55
nor2b    5        31.28
inv      4        15.01
xnor2   14        130.1
nand2    3        11.26
nor3     2        10.01
a2bb2o   1        10.01
nor4b    2        17.52
a21oi    1        5.000
or3      1        7.510
edfxtp   1        30.03
o21ai    4        20.02
nand4    9        62.56
Power figures rest on the tool's default switching activity, not on a simulated workload.
