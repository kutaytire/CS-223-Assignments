<file path="/design/flow/design.v">
`timescale 1ns / 1ps
module ButtonDebouncer (input logic pb_1,clk,output logic pb_out);
logic slow_clk_en;
logic Q1,Q2,Q2_bar,Q0;
clock_enable u1(clk,slow_clk_en);
my_dff_en d0(clk,slow_clk_en,pb_1,Q0);
my_dff_en d1(clk,slow_clk_en,Q0,Q1);
my_dff_en d2(clk,slow_clk_en,Q1,Q2);
assign Q2_bar = ~Q2;
assign pb_out = Q1 & Q2_bar;
endmodule
module clock_enable(input logic Clk_100M,output logic slow_clk_en);
    logic [27:0]counter=0;
    always @(posedge Clk_100M)
    begin
       counter <= (counter>=15000000)?0:counter+1;
    end
    assign slow_clk_en = (counter == 15000000)?1'b1:1'b0;
endmodule
module my_dff_en(input logic DFF_CLOCK, clock_enable,D, output logic Q=0);
    always @ (posedge DFF_CLOCK) begin
  if(clock_enable==1) 
           Q <= D;
    end
endmodule 
</file>
<file path="/design/flow/run.sh">
#!/bin/bash
# OpenROAD 26Q1-2900-gdf79404cd8, Yosys 0.63+post, stock flow scripts
make -C /OpenROAD-flow-scripts/flow DESIGN_CONFIG=/design/flow/config.mk WORK_HOME=/design/flow/orfs finish
</file>
<file path="/design/flow/config.mk">
export PLATFORM = sky130hd
export DESIGN_NAME = ButtonDebouncer
export DESIGN_NICKNAME = ButtonDebouncer
export VERILOG_FILES = /design/flow/design.v
export SDC_FILE = /design/flow/constraint.sdc
export NUM_CORES = 4
export LEC_CHECK = 1
export CORE_AREA = 10 10 93 93
export DIE_AREA = 0 0 103 103
</file>
<file path="/design/flow/constraint.sdc">
current_design ButtonDebouncer

set clk_period 3.5
set clk_io_pct 0.2

create_clock -name clk0 -period $clk_period [get_ports {clk}]

set non_clock_inputs [all_inputs -no_clocks]
set_input_delay [expr $clk_period * $clk_io_pct] -clock clk0 $non_clock_inputs
set_output_delay [expr $clk_period * $clk_io_pct] -clock clk0 [all_outputs]
</file>
==> results.py <==
# Synthesis and PnR figures
metrics = {
    "final_timing": {
        "rsz0062_at_grt": "false",
        "min_period_ps": 2150,
        "hold_viol": 0,
        "setup_viol": 0,
        "report.final.slew_viol_count": 0,
        "clock_skew_ps": 7.16,
        "fmax_mhz": 464,
        "period_used_pct": 61.5,
        "tns_ps": 0,
    },
    "cts": {
        "clockBufferDepth": 2,
        "cts_setup_buffers": 0,
        "cts_resized": 0,
        "htreeDepth": 2,
        "ctsRootBufferMaster": "clkbuf_8",
        "cts.reportedPaths.clkPinSlew_ps": 70,
        "hold_buffers": 0,
        "tritoncts": "yes",
        "clkLatencyLatePin_ps": 280,
        "cts_made_buffers": 5,
        "clock_sinks": 31,
    },
    "critical_path": {
        "max_stage_delay_ps": 510,
        "crit_chain": "ha_1 > nand2_1 > or4_4 > or4_1 > a211oi_1",
        "crit_path_end_kind": "flop",
        "required_ps": 3690,
        "cp.depth": 5,
        "critPathKind": "flop to flop",
        "rr_worst_depth": 5,
        "cpMaxStageDelayCell": "or4_4",
        "worst-path-buf-inv": 0,
        "cp.arrival_ps": 2340,
        "startpoint_type": "flop",
        "crit_family": "simple AND/OR/NAND/NOR gates",
        "worstPathMaxFanout": 12,
    },
    "cells_and_area": {
        "drive_above_1_share_pct": 10.1,
        "postLayoutCellArea_um2": 1640,
        "fin_util_pct": 24.3,
        "area_growth_pct": 16.0,
        "stdcell_count": 239,
    },
    "synth": {
        "top_area_cell": "dfxtp_1",
        "seq_area_frac_synth_pct": 46.0,
        "top_cells_by_count": "dfxtp_1 (28), nor3_1 (16), a211oi_1 (12)",
        "syn_inst": 150,
        "area_leaders": "dfxtp_1 (40%), a211oi_1 (6.4%), edfxtp_1 (6.4%)",
        "ys_seq_elements": 31,
        "ys_chip_area_um2": 1420,
        "ys_types": 31,
        "yosys_cells": 150,
        "synth_area_um2": 1420,
        "most_common_cell": "dfxtp_1",
        "synth-edff-count": 3,
        "syn_avg_cell_area_um2": 9.43,
        "synth_warnings": 2,
        "synthArstFlopShare_pct": 0,
        "yosys_most_used_dff": "dfxtp_1",
        "top_area_share_pct": 39.6,
    },
    "global_route": {
        "top_usage_layer": "met2",
        "gr-usage-met1_pct": 6.98,
        "grt_first_pass_wirelength_mm": 4.40,
        "grt_antenna_before_repair": 0,
        "use_met2_pct": 7.56,
        "use_met3_pct": 1.76,
        "globalRouteTotalUtil_pct": 4.96,
        "grt_remaining_overflow": 0,
        "grt_pass1_vias": 995,
        "grt_max_degree": 26,
    },
    "place": {
        "dp_hpwl_mm": 1.70,
        "gp_congestion": 0.828,
        "placed_cells": 231,
        "port_buffers": 2,
        "dpl-instance-area_um2": 1520,
    },
    "flow_run": {
        "warnings": 26,
        "cap_violations": 0,
    },
    "pwr": {
        "ir_drop_uv": 224,
        "p_leak_uw": 0.000459,
        "p_per_area_nw_per_um2": 444,
    },
    "detailed_routing": {
        "wl_per_cell_um": 10.4,
        "final_antenna_net_count": 0,
        "drt_iter0_markers": 62,
        "routed_wl_mm": 2.48,
        "vias": 1117,
        "via_per_inst": 4.67,
        "drc_errors": 0,
        "first_pass_iters": 4,
        "antenna_cells": 0,
    },
    "hold_path": {
        "hold_class": "flop to flop",
        "worstHoldPathCells": 0,
    },
    "die": {
        "die_w_um": 103,
        "coreArea_um2": 6760,
        "num_rows": 30,
        "die-area_um2": 10600,
        "die_y_um": 103,
        "initCoreUtil_pct": 20.9,
        "ios": 3,
    },
    "run_status": {
        "status": "complete, no violations",
    },
}
## cell usage in the layout, fill, tap and decap left out, types with 2 or more instances in the layout
| master | Yosys | layout |
|---|---|---|
| a211oi_1 | 12 | 12 |
| o21ai_0 | 6 | 6 |
| inv_1 | 7 | 7 |
| nor2b_1 | 2 | 2 |
| nor4_1 | 2 | 2 |
| o31ai_1 | 6 | 6 |
| xnor2_1 | 5 | 5 |
| nor3_1 | 16 | 16 |
| clkbuf_8 | 0 | 6 |
| or3_1 | 6 | 6 |
| ha_1 | 2 | 2 |
| nand3_1 | 11 | 11 |
| or4_1 | 7 | 7 |
| xor2_1 | 5 | 5 |
| nand2_1 | 7 | 7 |
| nand4_1 | 3 | 3 |
| and3_1 | 3 | 3 |
| buf_4 | 0 | 3 |
| conb_1 | 1 | 4 |
| edfxtp_1 | 3 | 3 |
| clkdlybuf4s50_1 | 0 | 2 |
| dfxtp_1 | 28 | 28 |
| or4_4 | 3 | 3 |
## path summary, 6_finish.rpt
check / startpoint / endpoint / slack [ps]
max: u1.counter[0] / u1.counter[20] / 1350
min: d0.Q / d1.Q / 420
max reg2reg: u1.counter[0] / u1.counter[20] / 1350
min reg2reg: d0.Q / d1.Q / 420
## power by group
group / internal, uW / switching [uW] / leakage (uW)
registers: 360 / 0.940 / 0.000254
logic: 1.96 / 3.37 / 0.000144
clock network: 230 / 131 / 0.0000612
total: 593 / 136 / 0.000459
## cell type report
class | instances | area (um^2)
multi-input cells | 108 | 704
repair buffers | 5 | 42.5
flip-flops and latches | 31 | 651
fillers | 738 | 5110
inverters | 7 | 26.3
clock buffers | 6 | 82.6
well taps | 80 | 100
clock inverters | 2 | 35.0
## through the flow
| step | total power (uW) | setup WS [ps] | hold WS (ps) |
|---|---|---|---|
| floorplan | 372 | 1550 | 400 |
| global placement | 375 | 1490 | 405 |
| detailed placement | 375 | 1430 | 409 |
| CTS | 737 | 1370 | 425 |
| global route | 753 | 1240 | 424 |
| finish | 728 | 1350 | 422 |
## state kept, by name (all words and copies together), names as in the netlist
signal and flops:
d0.Q 1, d1.Q 1, d2.Q 1, u1.counter 28
## per-layer routing
metal  up-vias  part of all wire, %
li1        581                    -
met1       521                   51
met2        11                   44
met3         4                  3.8
met4         0                 0.77
met5         -                    0
## cell families (layout without fill, tap and decap cells)
group	Yosys count	count (layout)	share of synthesized area, %
fa+ha+maj	2	2	1.77
flops	31	31	46.0
other cells	1	4	0.265
xor+xnor	10	10	6.19
buf+inv	14	20	5.04
compound gates	27	27	13.3
simple gates	65	65	27.5
Power and IR drop assume default switching activity.
